==> ./design.v <==
module power_manager(
    input i_Clock,
    input i_reset,
    input TX_Active,
    output reg enter_sleep
);
    reg [32:0] idle_counter;
    always @(posedge i_Clock or negedge i_reset) begin
        if (~i_reset) begin
            idle_counter <= 0;
            enter_sleep <= 0;
        end else begin
            if (TX_Active) begin
                idle_counter <= 0;
                enter_sleep <= 0;
            end else begin
                if (idle_counter < 32'd1000000) begin
                    idle_counter <= idle_counter + 1;
                end else begin
                    enter_sleep <= 1;
                end
            end
        end
    end
endmodule
==> ./run.sh <==
#!/bin/bash
# OpenROAD 26Q1-2900-gdf79404cd8, Yosys 0.63+post, stock flow scripts
make -C /OpenROAD-flow-scripts/flow DESIGN_CONFIG=/design/flow/config.mk WORK_HOME=/design/flow/orfs finish
==> ./config.mk <==
export PLATFORM = sky130hd
export DESIGN_NAME = power_manager
export DESIGN_NICKNAME = power_manager
export VERILOG_FILES = /design/flow/design.v
export SDC_FILE = /design/flow/constraint.sdc
export NUM_CORES = 4
export LEC_CHECK = 1
export CORE_AREA = 10 10 103 103
export DIE_AREA = 0 0 113 113
==> ./constraint.sdc <==
current_design power_manager

set clk_period 3.7
set clk_io_pct 0.2

create_clock -name clk0 -period $clk_period [get_ports {i_Clock}]

set non_clock_inputs [all_inputs -no_clocks]
set_input_delay [expr $clk_period * $clk_io_pct] -clock clk0 $non_clock_inputs
set_output_delay [expr $clk_period * $clk_io_pct] -clock clk0 [all_outputs]
==> results.sh <==
# source this file to load flow results
export IMPL_clock_sinks=34
export IMPL_comb_area_um2=818
export IMPL_fmax_mhz=428
export IMPL_fin_util_pct=24.1
export IMPL_htreeDepth=2
export IMPL_drv_slew=0
export IMPL_rsz0062_at_grt="false"
export IMPL_coreArea_mm2=0.00830
export IMPL_crit_arrival_ns=2.50
export IMPL_finClkSkew_ns=0.00803
export IMPL_drc=0
export IMPL_worst_slew_pin_slew_ns=0.770
export IMPL_layout_drive_gt1_share_pct=20.5
export IMPL_grt_use_total_pct=4.77
export IMPL_worstHoldStart="idle_counter[30]"
export IMPL_wl_um=2910
export IMPL_grt_pass1_wl_um=5330
export IMPL_cts_tree="built"
export IMPL_dieHeight_um=113
export IMPL_worstSetupPathType="register to register"
export IMPL_clk_pin_slew_ns=0.07
export IMPL_timing_final_crit_period_ns=2.34
export IMPL_area_delta_synth_final_pct=16.0
export IMPL_fp_util_pct=20.8
export IMPL_rows=33
export IMPL_r2r_start="idle_counter[24]"
export IMPL_overflow=0
export IMPL_regToRegEndpoint="idle_counter[13]"
export IMPL_grt_pass1_vias=1064
export IMPL_routedWlPerCell_um=11.1
export IMPL_p_per_area_mw_per_mm2=408
export IMPL_hold_viol=0
export IMPL_status="finished clean"
export IMPL_firstDrtPassIters=2
export IMPL_yosysChipArea_mm2=0.00172
export IMPL_hpwlAfterDp_um=1900
export IMPL_antenna_cells=0
export IMPL_relSlewSlack_pct=48.5
export IMPL_p_leak_nw=0.799
export IMPL_start_kind="register"
export IMPL_first_iter_violations=58
export IMPL_r2r_slack_ns=1.36
export IMPL_tns_ns=0
export IMPL_synth_seq_share_pct=49.4
export IMPL_path_cells="nor4_2, nand4_2, nor3_2, nand4_1, mux2_1"
export IMPL_cts_resized=0
export IMPL_setup_viol=0
export IMPL_cts_hold_buffers=0
export IMPL_worstHoldPathType="register to register"
export IMPL_synth_warnings=1
export IMPL_vias=1075
export IMPL_root_buffer="clkbuf_8"
export IMPL_maxCapViolations=0
export IMPL_fin_crit_sh_pct=63.1
export IMPL_cts_buffers=5
export IMPL_port_buffers=3
export IMPL_warnings=25
export IMPL_ir_worst_vdd_mv=0.214
export IMPL_whs_endpoint="idle_counter[30]"
export IMPL_clk_latency_ns=0.28
export IMPL_die_w_um=113
export IMPL_crit_fanout=17
export IMPL_synthDistinctLibCells=32
export IMPL_ant_nets=0
export IMPL_gp_congestion=0.753
export IMPL_crit_slowest_cell="nand4_2"
export IMPL_clockBufferDepth=2
export IMPL_cts_setup_buffers=0
export IMPL_finalPower_mw=0.816
export IMPL_worst_ep_required_time_ns=3.87
export IMPL_ys_cells=149
export IMPL_final_seq_area_um2=851
export IMPL_critPathMaxStageDelay_ns=0.55
export IMPL_cp_end_kind="register"
export IMPL_avgSynthCellArea_um2=11.6
export IMPL_die_area_mm2=0.0128
export IMPL_ys_flops=34
export IMPL_final_layout_top_logic_cells="dfrtp_1, nor2_1, xnor2_1"
export IMPL_layout_cells_most_common="dfrtp_1"
export IMPL_grt_start_max_net_pins=35
export IMPL_viasPerCell=4.12
export IMPL_netlist_area_mm2=0.00172
export IMPL_num_io_pins=4
export IMPL_reg2reg_depth=5
export IMPL_hold_depth=1
export IMPL_antenna_found_initial=0
export IMPL_fillers=854
export IMPL_syn_instance_count=149
area by class of cell:
type / count / share of cell area (%)
clock buffer: 6 / 4.13
clock inverter: 2 / 3.00
inverter: 1 / 0.188
multi-input combinational: 107 / 40.9
sequential: 34 / 42.6
tap: 105 / 6.57
timing repair buffer: 6 / 2.63
flip-flops by register name (all words and copies together), names as in the netlist:
| signal | flops |
|---|---|
| enter_sleep | 1 |
| idle_counter | 33 |
synth_stat cells:
master | n | share of area, %
nand2b_1 | 1 | 0.36
a2111oi_4 | 1 | 1.6
mux2_1 | 2 | 1.3
nand2_1 | 3 | 0.65
nor3_2 | 3 | 1.7
o211ai_1 | 2 | 0.87
nor3_1 | 2 | 0.58
and4_2 | 1 | 0.58
o31ai_2 | 1 | 0.73
nand4_2 | 1 | 0.73
mux2i_1 | 1 | 0.58
xnor2_1 | 16 | 8.1
nand4_4 | 1 | 1.2
nor2_2 | 1 | 0.36
a41oi_1 | 1 | 0.51
nand3_1 | 4 | 1.2
dfrtp_1 | 34 | 49
nor2_1 | 22 | 4.8
nand4_1 | 4 | 1.5
inv_1 | 1 | 0.22
ha_1 | 1 | 0.73
buf_6 | 3 | 2.0
clkbuf_1 | 3 | 0.65
and2_1 | 12 | 4.4
nor4b_2 | 1 | 0.87
a21oi_1 | 2 | 0.58
and4_1 | 2 | 1.0
nor4_2 | 11 | 8.0
buf_2 | 1 | 0.29
nor4b_1 | 4 | 2.0
nor2b_1 | 4 | 1.5
and3_1 | 3 | 1.1
worst max-delay path: cells and delay by family (launching register included):
| family | cells | cell delay, ns |
|---|---|---|
| mux | 1 | 0.32 |
| simple gates | 4 | 1.50 |
| flops | 1 | 0.39 |
worst max path at each step:
| stage | startpoint | to | slack [ns] | depth (start not counted) |
|---|---|---|---|---|
| finish | idle_counter[24] | idle_counter[13] | 1.36 | 5 |
| global route | idle_counter[23] | idle_counter[13] | 1.23 | 5 |
| CTS | idle_counter[24] | idle_counter[13] | 1.34 | 5 |
per-stage QoR:
stage	setup WS [ns]	area, um^2	instances	hold slack, ns
after global placement	1.31	1860	253	0.470
after CTS	1.34	2000	261	0.494
final	1.36	2000	261	0.493
after detailed placement	1.35	1860	253	0.476
after global routing	1.23	2000	261	0.517
after floorplan	1.98	1720	149	0.444
power by group:
part	switching [mW]	internal (mW)
clock	0.130	0.287
sequential	0.00300	0.374
combinational	0.0140	0.00705
cells by family after synthesis:
kind of cell / after synthesis / share of synthesized area [%]
adders and majority gates: 1 / 0.726
AOI/OAI and AO/OA: 7 / 4.28
and+or+nand+nor: 80 / 32.5
DFF: 34 / 49.4
buffers and inverters: 8 / 3.12
xor gates and xnor gates: 16 / 8.13
muxes: 3 / 1.89
routing by layer:
metal	vias to the layer above	track usage [%]	wire, um
met1	524	7.38	1510
met5	-	0	0
met4	0	0.677	54
li1	536	-	-
met3	6	1.28	117
met2	9	6.57	1220
No activity file was given, so power comes from the tool's default toggle rates.
