==> flow/design.v <==
module fifo #(
    parameter DATA_WIDTH = 8,
    parameter DEPTH 	= 16
) (
    input wire i_Clock,
    input wire i_reset,
    input wire wr_en,
    input wire rd_en,
    input wire [DATA_WIDTH-1:0] data_in,
    output wire [DATA_WIDTH-1:0] data_out,
    output wire full,
    output wire empty
);
	 reg [DATA_WIDTH-1:0] mem [0:DEPTH-1];
	 reg [4:0] rd_ptr, wr_ptr;
	 reg [4:0] count;
	 assign data_out = mem[rd_ptr];
	 assign full  = (count == DEPTH);
	 assign empty = (count == 0);
always @(posedge i_Clock or negedge i_reset) begin
    if (~i_reset) begin
        rd_ptr <= 0;
        wr_ptr <= 0;
        count <= 0;
    end else begin
        if (wr_en & ~full) begin
            mem[wr_ptr] <= data_in;
            wr_ptr <= wr_ptr + 1;
            count <= count + 1;
        end
        if (rd_en & ~empty) begin
            rd_ptr <= rd_ptr + 1;
            count <= count - 1;
        end
    end
end
endmodule
==> flow/run.sh <==
#!/bin/bash
# OpenROAD 26Q1-2900-gdf79404cd8, Yosys 0.63+post, stock flow scripts
make -C /OpenROAD-flow-scripts/flow DESIGN_CONFIG=/design/flow/config.mk WORK_HOME=/design/flow/orfs finish
==> flow/config.mk <==
export PLATFORM = sky130hd
export DESIGN_NAME = fifo
export DESIGN_NICKNAME = fifo
export VERILOG_FILES = /design/flow/design.v
export SDC_FILE = /design/flow/constraint.sdc
export NUM_CORES = 4
export LEC_CHECK = 1
export CORE_UTILIZATION = 40
==> flow/constraint.sdc <==
current_design fifo

set clk_period 3.7
set clk_io_pct 0.2

create_clock -name clk0 -period $clk_period [get_ports {i_Clock}]

set non_clock_inputs [all_inputs -no_clocks]
set_input_delay [expr $clk_period * $clk_io_pct] -clock clk0 $non_clock_inputs
set_output_delay [expr $clk_period * $clk_io_pct] -clock clk0 [all_outputs]
==> job_summary.md <==
## Synthesis and layout report

| Metric | Value |
|---|---|
| Largest net degree at the start of global routing | 26 |
| Root Driver | clkbuf_16 |
| Std cell rows | 43 |
| Crit path kind | flop to primary output |
| TritonCTS buffer count | 17 |
| Setup TNS | 0 ns |
| Most instantiated cells after synthesis | 128 x edfxtp_1, 26 x nand2_1, 25 x a22oi_1 |
| YS chip area | 5750 sq um |
| Setup slack after placement | 0.538 ns |
| Slew @ Worst Pin | 0.715 ns |
| Async set-reset flop share out of synthesis | 0.0922 |
| Crit start category | flop |
| Final ANT Viol Nets | 0 |
| Placed cells | 588 |
| Global-route wire length before repair | 19,800 um |
| Mapped Cells | 383 |
| Max-slew headroom | 0.522 |
| Port Buf Inserts | 21 |
| R2r startpoint | count[1] |
| Fin crit period | 3.48 ns |
| Final core occ | 0.495 |
| Tool Warnings | 31 |
| Slew Viols, Final | 0 |
| Unique cell types | 43 |
| Register share after synthesis | 0.725 |
| Synth area leader | edfxtp_1 |
| CTS tree | built |
| Final period utilization | 0.942 |
| Via count | 3,418 |
| Routability cong. | 0.863 |
| Primary FF master, synth | edfxtp_1 |
| P per Cell Area | 798 nW/um^2 |
| I/O pin cnt | 22 |
| Max clock buf depth | 2 |
| Drt pass-1 iters | 5 |
| CP max FO | 12 |
| Ys flops | 141 |
| Final WS setup | 0.215 ns |
| Ant diodes | 0 |
| DRC | 0 |
| Final Hold Vio Count | 0 |
| Synth Warn # | 2 |
| Initial antenna violation count | 0 |
| Ys cells | 383 |
| Number of global-route vias before repair | 3,541 |
| Overall die height | 122 um |
| Worst Path Arrival | 2.74 ns |
| Top cells by area, synth | edfxtp_1 67%, dfrtp_1 5.7%, a22oi_1 3.3% |
| Dpl hpwl | 8230 um |
| VDD IR-drop max | 0.000481 V |
| Post-Layout Cell Count | 620 |
| Status | finished clean |
| Most common cell in the synthesized netlist | edfxtp_1 |
| Fraction of layout cells with a size suffix above 1 | 0.139 |
| Flip-flops with a built-in enable | 128 |
| Mapped Area | 5750 sq um |
| DR WL/cell | 20.6 um |
| Initial detailed-routing violation count | 228 |
| Die W | 122 um |
| Clk ins delay skew pair | 0.41 ns |
| Remaining Overflow, GRT | 0 |
| Syn Area/Cell | 15.0 sq um |
| Leakage | 0.00237 uW |
| Chip Area | 14,900 sq um |
| FP Util | 0.413 |
| Core area | 13,900 sq um |
| Final WL | 12,800 um |
| Final setup viols | 0 |
| Fmax | 287 MHz |
| Hold Crit Class | input port to async pin |
| Fillers | 1,146 |
| Critical path launch point | rd_ptr[0] |
| Area Growth Syn to Fin | 19.9% |
| Worst EP required | 2.96 ns |
| RSZ-0062 raised after global routing | false |
| WHS | 0.572 ns |
| Maxcap violations | 0 |
| H-Tree Depth | 4 |
| Worst setup EP type | primary output |
| Post-Route Skew | 0.00655 ns |
| CTS Sinks | 141 |
| Clock transition at path regs | 0.06 ns |
| Area share, top type | 0.668 |
| Vias per cell | 5.51 |
| GRT Overall Usage | 0.200 |
## path summary, 6_finish.rpt
check / endpoint / slack (ns) / cells after the start
min reg2reg: count[3] / 0.58 / 1
min in group clk0: count[3] / 0.58 / 1
max reg2reg: count[4] / 1.15 / 9
max in group asynchronous: rd_ptr[3] / 2.66 / 2
min: wr_ptr[3] / 0.57 / 1
max: data_out[7] / 0.22 / 9
## report_power, final
group | internal, uW | switching, uW | leakage (uW)
sequential | 1890 | 142 | 0.00131
clock | 1110 | 587 | 0.000284
combinational | 816 | 963 | 0.000779
## timing repair
item | CTS | global route
resized | 0 | 1
endpoints found under the setup margin | 0 | 2
endpoints found under the hold margin | 0 | 0
setup buffers | 0 | 0
hold buffers | 0 | 0
## layout by cell type (no fill, tap or decap), types with 5 or more instances in the layout
cell type / instances
a32oi_1: 5
edfxtp_1: 128
a21oi_1: 21
dfrtp_1: 13
nand3_1: 15
ha_1: 11
nor2_1: 18
inv_1: 8
nand2_1: 26
clkbuf_16: 17
mux2i_1: 8
buf_4: 29
clkdlybuf4s50_1: 21
o21ai_0: 14
xnor2_1: 9
clkinv_1: 6
a221oi_1: 8
a222oi_1: 10
a22oi_1: 25
## metal layers
| layer | track usage | part of all wire |
|---|---|---|
| met1 | 0.294 | 0.41 |
| met2 | 0.283 | 0.47 |
| met3 | 0.117 | 0.10 |
| met4 | 0.0285 | 0.015 |
| met5 | 0 | 0 |
## cell families (layout without fill, tap and decap cells)
group,after synthesis,count (layout),share of synthesized area
AND/OR/NAND/NOR,78,78,0.0637
flip-flops,141,141,0.725
adder cells (fa/ha/maj),12,12,0.0274
XOR/XNOR,10,10,0.0152
AND-OR/OR-AND,94,94,0.117
multiplexers,14,14,0.0283
buffers and inverters,34,91,0.0239
## final cells by class
class	count	area, sq um	area share
Sequential cell	141	4170	0.604
Timing Repair Buffer	50	428	0.0620
Clock buffer	21	440	0.0638
Clock inverter	11	148	0.0214
Multi-Input combinational cell	208	1460	0.211
Tap cell	180	225	0.0326
Inverter	9	33.8	0.00490
## state kept, by name, summed over array words and instances, names as in the netlist
register / flops
mem: 128
count: 5
rd_ptr: 4
wr_ptr: 4
## through the flow
| stage | total power [uW] | area [sq um] |
|---|---|---|
| final | 5510 | 6900 |
| after global routing | 5830 | 6900 |
| after CTS | 5530 | 6890 |
| after detailed placement | 3830 | 6300 |
| after global placement | 3810 | 6300 |
| after floorplan | 3130 | 5750 |
## critical path, cell delays in order, from the launching register on
cell	delay, ns
dfrtp_1	0.39
inv_1	0.10
ha_1	0.32
buf_4	0.24
a222oi_1	0.36
mux2_2	0.23
nand2_1	0.05
o21ai_0	0.08
nand3_1	0.13
clkdlybuf4s50_1	0.43
Power is estimated from default activity; no workload was simulated.
