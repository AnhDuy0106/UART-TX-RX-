$ cat run.sh
#!/bin/bash
# OpenROAD 26Q1-2900-gdf79404cd8, Yosys 0.63+post, stock flow scripts
make -C /OpenROAD-flow-scripts/flow DESIGN_CONFIG=/design/flow/config.mk WORK_HOME=/design/flow/orfs finish
$ cat design.v
module Baud_rate (
    input        i_Clock,
    input        i_reset,
    input        i_enable,
    input  [7:0] brg_reg,
    output wire  tick
);
    reg [15:0] bit_counter;
    always @(posedge i_Clock or negedge i_reset) begin
       if (~i_reset)
            bit_counter <= 0;
	else if (tick)
		bit_counter <= 0;
        else if (i_enable == 1'b1) 
                bit_counter <= bit_counter + 1'b1;
        end
  assign tick = (bit_counter == (brg_reg + 1'b1)) ? 1'b1 : 1'b0;
endmodule
$ cat config.mk
export PLATFORM = sky130hd
export DESIGN_NAME = Baud_rate
export DESIGN_NICKNAME = Baud_rate
export VERILOG_FILES = /design/flow/design.v
export SDC_FILE = /design/flow/constraint.sdc
export NUM_CORES = 4
export LEC_CHECK = 1
export CORE_AREA = 10 10 105 105
export DIE_AREA = 0 0 115 115
$ cat constraint.sdc
current_design Baud_rate

set clk_period 4.9
set clk_io_pct 0.2

create_clock -name clk0 -period $clk_period [get_ports {i_Clock}]

set non_clock_inputs [all_inputs -no_clocks]
set_input_delay [expr $clk_period * $clk_io_pct] -clock clk0 $non_clock_inputs
set_output_delay [expr $clk_period * $clk_io_pct] -clock clk0 [all_outputs]
==> notes.md <==
run metrics: outcome completed, Layout Cells excl Fill 226, Largest type area fraction 37.8%, setup TNS 0 ps, Top reg by flops bit_counter, DIE WIDTH 115 um, FF-to-FF path depth 6, GRT Total Usage 3.58%, Async SR Flop Fraction 100%, Critical Path AT 3280 ps, Util after Layout 15.1%, post-synthesis cell area 0.00106 mm2, YS chip area 0.00106 mm2, n_diodes 0, capture point of the worst reg-to-reg path bit_counter[6], CP Launch Type primary input, Placer Congestion 0.798, Peak supply drop 0.000159 V, worst slew margin relative to its limit 51.5%, final wirelength 2250 um, Antenna Violating Nets Remaining 0, Root Buffer Master clkbuf_8, largest net degree at the start of global routing 17, cycle use final 86.9%, wire length of the first global-routing pass 4000 um, # hold bufs at CTS 0, # Post-CTS Setup Buffers 0, Adder Area Share 2.36%, most instantiated logic cells after routing dfrtp_1, nor2_1, xor2_1, xnor2_1, clkdlybuf4s50_1, Synth Instances 106, worst setup path end tick, Simple Share, Synth 26.4%, Synth flops 16, Worst Setup SP brg_reg[0], CTS tree done, ys cells 106, Initial DRC Count 22, Layout Skew 3.39 ps, Slew @ Worst Pin 725 ps, aoi share 9.81%, reg2reg start bit_counter[2], Ports 12, Rows 34, main flop type dfrtp_1, LEAKAGE 0.538 nW, r2r setup slk 3090 ps, fmax 0.235 GHz, count of final setup violators 0, Post-synth seq share 37.8%, kind of critical path in -> out, die area 0.0132 mm2, hpwl dp 1740 um, via count 801, drt first pass iters 4, min Tclk post-route 4260 ps, max reg flops 16, worst slack, placed 622 ps, vias in the first global route 823, total global routing overflow 0, initial antenna violation count 0, Yosys top cell by area dfrtp_1, input/output buffers 11, clk buf depth 2, Final WS setup 641 ps, area delta synth->final 25.4%, Pwr Density 340 mW/mm2, Unique masters post-synth 31, most frequent logic cell in the layout dfrtp_1, Critical Path Fanout Max 7, die height 115 um, post_cts resized 0, clock edge transition at the registers on the reported setup and hold paths 60 ps, Num CTS Buffers 3, Vias/cell 3.54, Min Hold Slack 487 ps, Skew-Pair Late Insertion Delay 250 ps, WL/cell 9.96 um, WP data required 3920 ps, placed cells 222, biggest regs bit_counter (16), clk sink count 16, critical path endpoint category output port, htree depth 1, final-report hold violation count 0, leading post-synthesis cells by cell area dfrtp_1, xor2_1, xnor2_1, Min-Delay Path Class reg -> reg, Core Util at FP 12.1%, Post-synth EDFFs 0, mux share 0.946%, Syn Area/Cell 9.99 um2, layout cell share with drive strength beyond 1 12.7%, DRC 0, Core ar. 0.00876 mm2, tool warning count 25, XOR/XNOR Fraction of Synth Area 19.0%, unrepaired setup endpoints after global routing no, Dominant comb cell simple AND/OR/NAND/NOR gates, maxcap violations 0, Max Slew Vio Count 0, Syn. warnings 1
## cells in the mapped netlist, types with 2 or more instances
library cell / n
nor2_1: 14
nand4_1: 3
nand3_1: 8
xor2_1: 12
nand2_1: 8
and3_1: 5
ha_1: 2
and4_2: 2
buf_6: 3
xnor2_1: 11
a221oi_2: 2
and4b_2: 2
dfrtp_1: 16
## metal layers
| metal | share of wire (%) | GRT usage (%) | vias up |
|---|---|---|---|
| li1 | - | - | 398 |
| met1 | 53 | 5.19 | 393 |
| met2 | 43 | 5.48 | 8 |
| met3 | 2.0 | 0.633 | 2 |
| met4 | 1.5 | 0.660 | 0 |
| met5 | 0 | 0 | - |
## report_power, final
| group | leakage, nW | switching [W] | internal [W] |
|---|---|---|---|
| sequential | 0.212 | 0.0000405 | 0.000159 |
| clock | 0.0288 | 0.0000443 | 0.0000712 |
| combinational | 0.297 | 0.0000660 | 0.0000709 |
| total | 0.538 | 0.000151 | 0.000301 |
## critical path, cell delays in order
cell,delay [ps]
clkdlybuf4s50_1,510
ha_1,340
o21ba_1,220
a221oi_2,280
a21oi_2,70
a2111oi_4,350
clkdlybuf4s50_1,530
## layout make-up
| type | instances | area (um2) |
|---|---|---|
| Sequential cell | 16 | 400 |
| Multi-Input combinational cell | 86 | 619 |
| Tap cell | 108 | 135 |
| Clock buffer | 4 | 55.1 |
| Timing Repair Buffer | 12 | 118 |
| Fill cell | 990 | 7440 |
## per-stage QoR
| step | cell area (um2) | total power [W] |
|---|---|---|
| detailed placement | 1270 | 0.000337 |
| CTS | 1330 | 0.000456 |
| global route | 1330 | 0.000486 |
| global placement | 1270 | 0.000337 |
| floorplan | 1060 | 0.000315 |
| finish | 1330 | 0.000452 |
## kinds of logic (layout without fill, tap and decap cells)
logic type	Yosys count	count (layout)
AND/OR/NAND/NOR	51	51
AND-OR/OR-AND	9	9
adder cells (fa/ha/maj)	2	2
buffers and inverters	4	16
XOR/XNOR	23	23
flip-flops	16	16
multiplexers	1	1
## how the worst min path moves through the flow
stage	startpoint	to	slack, ps	cells after the start
final	bit_counter[15]	bit_counter[15]	490	1
after global routing	bit_counter[15]	bit_counter[15]	510	1
after CTS	bit_counter[15]	bit_counter[15]	490	1
Power figures rest on the tool's default switching activity, not on a simulated workload.
